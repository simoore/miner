**/design/flow/run.sh**
```bash
#!/bin/bash
# OpenROAD 26Q1-2900-gdf79404cd8, Yosys 0.63+post, stock flow scripts
make -C /OpenROAD-flow-scripts/flow DESIGN_CONFIG=/design/flow/config.mk WORK_HOME=/design/flow/orfs finish
```
**/design/flow/config.mk**
```make
export PLATFORM = sky130hd
export DESIGN_NAME = Fifo
export DESIGN_NICKNAME = Fifo
export VERILOG_FILES = /design/flow/design.v
export SDC_FILE = /design/flow/constraint.sdc
export NUM_CORES = 4
export LEC_CHECK = 1
export CORE_UTILIZATION = 40
```
**/design/flow/constraint.sdc**
```tcl
current_design Fifo

set clk_period 19.2
set clk_io_pct 0.2

create_clock -name clk0 -period $clk_period [get_ports {clk}]

set non_clock_inputs [all_inputs -no_clocks]
set_input_delay [expr $clk_period * $clk_io_pct] -clock clk0 $non_clock_inputs
set_output_delay [expr $clk_period * $clk_io_pct] -clock clk0 [all_outputs]
```
**/design/flow/design.v**
```verilog
interface fifo_if;
    logic clk; 
    logic rst;
    logic rd;
    logic wr;         
    logic full;
    logic empty;    
    logic [7:0] data_in;     
    logic [7:0] data_out;     
endinterface
module Fifo #(
    FIFO_SIZE = 32,
    DATA_SIZE = 32
) (
    input logic clk,
    input logic rst,
    input logic wr,
    output logic full,
    input logic [DATA_SIZE-1:0] din,
    input logic rd,
    output logic empty,    
    output logic [DATA_SIZE-1:0] dout  
);
    logic push;      
    logic pop;       
    logic [3:0] wptr = 0;    
    logic [3:0] rptr = 0;    
    logic [4:0] cnt = 0;     
    logic [DATA_SIZE-1:0] mem [FIFO_SIZE-1:0];       
    assign push = wr && !full;
    assign pop = rd && !empty;
    assign empty = cnt == 0;
    assign full  = cnt == FIFO_SIZE;
    always @(posedge clk) begin
        if (rst) begin
            wptr <= 0;
        end else if (push) begin
            mem[wptr] <= din;
            wptr <= wptr + 1;
        end
        if (rst) begin
            rptr <= 0;
        end else if (pop) begin
            dout <= mem[rptr];
            rptr <= rptr + 1;
        end
        if (rst) begin
            cnt <= 0;
        end else if (pop & ~push) begin
            cnt <= cnt - 1;
        end else if (push & ~pop) begin
            cnt <= cnt + 1;
        end
    end
endmodule
```
==> run summary <==
Summary of implementation figures.

Power
The script computed the net switching share of total power as 0.235. The sequential power share is 0.496. Summed over all cells, the static leakage comes to 7.53 nW.

The internal power is 2.18 mW. The power density over the cells is 118 nW/µm². The clock power share is 0.353. The worst vdd rail ir drop is 0.0000735 V. The switching power summed over all nets is 0.667 mW. The combinational cell fraction of total power is 0.151.

Logic synthesis
The count of cell types in the netlist is 34. The share of the synthesized netlist area taken by xor and xnor gates is 0.00334. The mean instance size in the synthesized netlist is 22.7 µm². Of the total synthesized cell area, the portion taken by full adders, half adders and majority gates is 0.00633. The part of the Yosys area used for sequential elements is 0.792. The gate count after technology mapping is 923. The number of cells in Yosys stat is 923. The stat command in Yosys gives a chip area of 21000 µm². The synthesis report lists the Yosys warning total as 1. Of the total synthesized cell area, the portion taken by AND, OR, NAND and NOR gates is 0.0199. Synthesis inferred 557 register bits. The cell area after synthesis is 21000 µm².

For reference, the top logic cell family by area is multiplexers. The compound-cell area share of the yosys netlist is 0.0254. After synthesis, the share of cell area in mux cells is 0.140.

Global route
The pin count of the biggest net entering global routing is 100. The number of antenna violations at the first check in global routing is 0. Summed over all routing layers, the global router reports a total usage of 0.186. The total overflow left after global routing is 0.

The first global-routing pass estimated 65400 µm of wire. The number of global-route vias before repair is 10700.

Job
Max-cap violations in this run came to 0. In this run the tools logged warnings totalling 28.

Final timing
The minimum clock period after layout is 6.00 ns. For the pin with the worst max-slew slack, the measured transition is 0.732 ns. The count of pins over their slew limit is 0. Setup repair after global routing left no endpoint under its margin. The final sum of negative setup slack is 0 ns.

The highest clock rate this design can be run at is 167 MHz. The share of the cycle needed by the critical path after routing is 0.312. Endpoints failing hold in the final report were tallied at 0. The headroom to the max-slew limit is 0.511.

Clock skew on the completed layout was measured at 0.0179 ns. From the final report, the count of setup violators was given as 0.

Die
According to the floorplan report, the total die area is 53300 µm². After floorplanning, the core was divided into 83 placement rows. The x dimension of the die is 231 µm. During I/O placement, the number of pins put on the boundary was 70. According to the floorplan report, the die height is 231 µm. The initial standard-cell utilization of the core is 0.407. After floorplanning, the core was sized to cover 51500 µm².

CTS
The buffers inserted during post-CTS setup optimization is 0. The longest clock path from root to sink contains 3 buffers. The count of hold-fix buffers inserted at cts is 0. Counting every sink on the clock net gives 557. In this run the number of H-tree levels came out at 2. The clock transition at the register clock pins on the worst setup and hold paths after CTS is 0.06 ns. The clock tree from TritonCTS is built. The cell resize tally after clock tree synthesis is 0.

As reported, the later end of the worst-skew pair has a clock insertion delay of 0.59 ns. Buffers inserted during clock tree synthesis total 54. The tree is rooted in a sky130_fd_sc_hd__clkbuf_16.

Worst setup path
The critical path launch point is cnt[0]. The longest incremental delay of any stage on the critical path is reported as 0.63 ns. The register-to-register path setup slack is 15.59 ns. At the worst endpoint, the required time is 15.36 ns.

STA classifies the critical path endpoint as an output pin. STA lists the maximum fanout along the critical path as 4. Looking at the reg2reg group, the worst path ends at dout[18]. The launch point of the worst register-to-register path is recorded as rptr[0]. The critical path's top delay family is simple AND/OR/NAND/NOR gates. STA classifies the critical path startpoint as a flop. The critical path arrival is 2.16 ns. The worst register-to-register path depth is 5. The critical path in this run is classified as reg -> out. The total number of cells along the worst setup path is 3. The buffering stage count on the worst path with inverters included is 1. The cell at the slowest stage of the critical path is sky130_fd_sc_hd__or4_1.

The critical path goes through or4_1, nor2_1, clkdlybuf4s50_1.

Worst hold path
Along the worst hold path, the cell count comes to 2. The tightest min-delay check is of the reg -> reg type. The hold path startpoint is cnt[2].

The capture endpoint of the worst hold path is cnt[2].

Place
Detailed placement finished with a half-perimeter wire length of 23900 µm. Input and output buffers added on the ports amount to 68. The total placed cells including tap cells is 1648. In this run the cell area measured after placement is 22500 µm².

The global placer's final weighted congestion is 0.804.

Route
The first detailed-routing pass ran for 4 iterations. The detailed-route wire length per cell is 25.0 µm. The count of antenna-violating nets left after detailed routing is 0. The number of design-rule violations left by the first detailed-router iteration is 543.

The repair_antennas step left the layout with diodes totalling 0. The routed layout has 9434 vias. The total length of routed wires is 43600 µm. The DRC violation count after routing is 0. For this run, the detailed router reports a per-instance via density of 5.40.

Final layout
Across the whole layout, storage elements account for 16600 µm². The synthesis-to-layout area growth is 15.4%. Per the cell usage report, the commonest logic cells after layout are 544 x sky130_fd_sc_hd__edfxtp_1, 128 x sky130_fd_sc_hd__mux4_2, 68 x sky130_fd_sc_hd__clkdlybuf4s50_1.

The combinational gate area is 4130 µm². Counting only logic cells after layout, the most numerous master is sky130_fd_sc_hd__edfxtp_1. The filler cell count is 4197.

The final report lists a non-filler cell total of 1747. The share of final-layout standard cells stronger than drive strength 1 is 0.234. The cell area after layout is 24200 µm².

Outcome
The flow ran to the end, and the final reports show no timing, DRC or antenna violations.
==> power by group through the flow <==
stage | sequential, mW | clock (mW) | combinational, mW
final | 1.41 | 1.00 | 0.429
after global routing | 1.42 | 1.07 | 0.470
after CTS | 1.41 | 1.03 | 0.443
==> sequential cells by signal (all words and copies together), names as in the netlist <==
signal	count
dout	32
cnt	5
mem	512
wptr	4
rptr	4
==> metal layers <==
metal  global-route usage  up-vias  share of wire
met5                    0        -              0
met4               0.0505        0          0.034
met3                0.107       77           0.12
met2                0.281      510           0.49
met1                0.247     4766           0.36
li1                     -     4081              -
==> cells in the mapped netlist <==
| cell type | number | area share |
|---|---|---|
| sky130_fd_sc_hd__buf_2 | 5 | 0.0012 |
| sky130_fd_sc_hd__or3_1 | 1 | 0.00030 |
| sky130_fd_sc_hd__edfxtp_1 | 544 | 0.78 |
| sky130_fd_sc_hd__inv_1 | 7 | 0.0013 |
| sky130_fd_sc_hd__nor4bb_1 | 1 | 0.00048 |
| sky130_fd_sc_hd__o21ai_2 | 1 | 0.00042 |
| sky130_fd_sc_hd__clkbuf_1 | 27 | 0.0048 |
| sky130_fd_sc_hd__xnor2_1 | 1 | 0.00042 |
| sky130_fd_sc_hd__conb_1 | 1 | 0.00018 |
| sky130_fd_sc_hd__nand2_1 | 34 | 0.0061 |
| sky130_fd_sc_hd__ha_1 | 9 | 0.0054 |
| sky130_fd_sc_hd__or4_1 | 1 | 0.00036 |
| sky130_fd_sc_hd__nor2_1 | 23 | 0.0041 |
| sky130_fd_sc_hd__nor4_1 | 2 | 0.00060 |
| sky130_fd_sc_hd__a22oi_1 | 64 | 0.023 |
| sky130_fd_sc_hd__mux4_2 | 128 | 0.14 |
| sky130_fd_sc_hd__and3b_1 | 1 | 0.00042 |
| sky130_fd_sc_hd__nor4b_1 | 1 | 0.00042 |
| sky130_fd_sc_hd__nand4_1 | 1 | 0.00030 |
| sky130_fd_sc_hd__o211ai_1 | 2 | 0.00072 |
| sky130_fd_sc_hd__xor2_1 | 7 | 0.0029 |
| sky130_fd_sc_hd__buf_1 | 4 | 0.00072 |
| sky130_fd_sc_hd__mux2i_1 | 3 | 0.0014 |
| sky130_fd_sc_hd__a21o_1 | 1 | 0.00036 |
| sky130_fd_sc_hd__dfxtp_1 | 13 | 0.012 |
| sky130_fd_sc_hd__a21oi_1 | 4 | 0.00096 |
| sky130_fd_sc_hd__and2_1 | 17 | 0.0051 |
| sky130_fd_sc_hd__fa_1 | 1 | 0.00096 |
| sky130_fd_sc_hd__nand2b_1 | 1 | 0.00030 |
| sky130_fd_sc_hd__buf_4 | 7 | 0.0025 |
| sky130_fd_sc_hd__nor2b_1 | 3 | 0.00090 |
| sky130_fd_sc_hd__mux2_2 | 1 | 0.00054 |
| sky130_fd_sc_hd__and3_1 | 2 | 0.00060 |
| sky130_fd_sc_hd__buf_6 | 5 | 0.0027 |
==> metrics by stage <==
stage          setup slack [ns]  total power [mW]  hold slack, ns  utilization
2_1_floorplan             13.15              1.74           0.480            -
3_3_place_gp              12.90              1.88           0.507        0.437
3_5_place_dp              12.89              1.88           0.524        0.437
4_1_cts                   13.16              2.88           0.537        0.469
5_1_grt                   13.11              2.96           0.606        0.469
6_report                  13.20              2.84           0.536        0.469
==> cells by family after synthesis <==
family                   after synthesis
flip-flops                           557
adder cells (fa/ha/maj)               10
other                                  1
AND/OR/NAND/NOR                       88
buffers and inverters                 55
AND-OR/OR-AND                         72
multiplexers                         132
XOR/XNOR                               8
==> layout make-up <==
class,count,share of cell area
Clock buffer,67,0.0605
Clock inverter,32,0.00885
Multi-Input combinational cell,311,0.171
Sequential cell,557,0.687
Tap cell,680,0.0352
Timing Repair Buffer,93,0.0369
Inverter,7,0.00109
==> worst register-to-register path: stages (launching register included) <==
cell	delay (ns)
sky130_fd_sc_hd__dfxtp_4	0.80
sky130_fd_sc_hd__buf_12	0.51
sky130_fd_sc_hd__buf_4	0.71
sky130_fd_sc_hd__mux4_2	0.65
sky130_fd_sc_hd__a22oi_1	0.52
sky130_fd_sc_hd__nand2_1	0.14
==> worst max path at each step <==
stage | to | slack [ns]
after CTS | empty | 13.16
after global routing | empty | 13.11
final | empty | 13.20
Power figures rest on the tool's default switching activity, not on a simulated workload.
